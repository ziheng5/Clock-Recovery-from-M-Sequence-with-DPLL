$ cat flow/config.mk
export PLATFORM = sky130hd
export DESIGN_NAME = get_freq
export DESIGN_NICKNAME = get_freq
export VERILOG_FILES = /design/flow/design.v
export SDC_FILE = /design/flow/constraint.sdc
export NUM_CORES = 4
export LEC_CHECK = 1
export CORE_UTILIZATION = 30
$ cat flow/constraint.sdc
current_design get_freq

set clk_period 3.4
set clk_io_pct 0.2

create_clock -name clk0 -period $clk_period [get_ports {sys_clk}]

set non_clock_inputs [all_inputs -no_clocks]
set_input_delay [expr $clk_period * $clk_io_pct] -clock clk0 $non_clock_inputs
set_output_delay [expr $clk_period * $clk_io_pct] -clock clk0 [all_outputs]
$ cat flow/design.v
`timescale 1ns / 1ps
`timescale 1ns / 1ps
module get_freq (
    input  wire        sys_clk,        
    input  wire        sys_clk_out,    
    input  wire        rst_n,          
	 output reg [31:0] freq_out
);
    parameter SYS_CLK_FREQ = 2000000;  
    parameter GATE_TIME    = 1;         
    localparam integer GATE_CNT = SYS_CLK_FREQ * GATE_TIME;
    reg [31:0] gate_cnt;
    reg        gate_en;
    reg        gate_done;
    always @(posedge sys_clk or negedge rst_n) begin
        if (!rst_n) begin
            gate_cnt  <= 0;
            gate_en   <= 1'b0;
            gate_done <= 1'b0;
        end else begin
            if (gate_cnt < GATE_CNT - 1) begin
                gate_cnt  <= gate_cnt + 1;
                gate_en   <= 1'b1;
                gate_done <= 1'b0;
            end else begin
                gate_cnt  <= 0;
                gate_en   <= 1'b0;
                gate_done <= 1'b1;  
            end
        end
    end
    reg sync0, sync1;
    wire pulse_edge;
    always @(posedge sys_clk or negedge rst_n) begin
        if (!rst_n) begin
            sync0 <= 1'b0;
            sync1 <= 1'b0;
        end else begin
            sync0 <= sys_clk_out;
            sync1 <= sync0;
        end
    end
    assign pulse_edge = sync0 & ~sync1;  
    reg [31:0] pulse_cnt;
    reg [31:0] freq_value;
    always @(posedge sys_clk or negedge rst_n) begin
        if (!rst_n) begin
            pulse_cnt  <= 32'd0;
            freq_value <= 32'd0;
        end else begin
            if (gate_en) begin
                if (pulse_edge)
                    pulse_cnt <= pulse_cnt + 1;
            end
            if (gate_done) begin
                freq_value <= pulse_cnt;  
                pulse_cnt  <= 32'd0;      
            end
        end
    end
    reg [3:0] bcd0, bcd1, bcd2, bcd3, bcd4, bcd5;
    reg [31:0] value;    
    integer i;
    always @(*) begin
        bcd0 = 4'd0; bcd1 = 4'd0; bcd2 = 4'd0;
        bcd3 = 4'd0; bcd4 = 4'd0; bcd5 = 4'd0;
        value = freq_value;
		  freq_out <= freq_value;
        for (i = 31; i >= 0; i = i - 1) begin
            if (bcd0 >= 5) bcd0 = bcd0 + 3;
            if (bcd1 >= 5) bcd1 = bcd1 + 3;
            if (bcd2 >= 5) bcd2 = bcd2 + 3;
            if (bcd3 >= 5) bcd3 = bcd3 + 3;
            if (bcd4 >= 5) bcd4 = bcd4 + 3;
            if (bcd5 >= 5) bcd5 = bcd5 + 3;
            {bcd5, bcd4, bcd3, bcd2, bcd1, bcd0} =
                {bcd5, bcd4, bcd3, bcd2, bcd1, bcd0} << 1;
            bcd0[0] = value[i];
        end
    end
endmodule
$ cat flow/run.sh
#!/bin/bash
# OpenROAD 26Q1-2900-gdf79404cd8, Yosys 0.63+post, stock flow scripts
make -C /OpenROAD-flow-scripts/flow DESIGN_CONFIG=/design/flow/config.mk WORK_HOME=/design/flow/orfs finish
==> impl_metrics.toml <==
# physical design summary
[critical_path]
rrSetupSlack_ps = 960
cp.required_ps = 3620
crit_type = "reg -> reg"
arrival_ps = 2660
reg2reg_to = "pulse_cnt[24]"
r2r_cells = 5
worst_setup_path_end_kind = "register"
worstReg2RegStart = "pulse_cnt[0]"
critPathLaunchType = "register"
path_max_fanout = 18

[run]
log.warning_count = 25
cap_violations = 0

[drt]
firstDrtPassIters = 5
drtIter0Drc = 125
drcViolationCount = 0
wl_um = 7957
vias = 2986
post_drt_wl_per_cell_um = 13.09
antennaDiodeCount = 0
vias_per_cell = 4.911
ant_nets = 0

[grt]
grt_overflow = 0
grt_pass1_wl_um = 13970
grt_pass1_vias = 2815
grt_util_all_layers_pct = 11.92
antenna_found_initial = 0
grt_max_degree = 99

[cells_and_area]
fill_cells = 1345
drive_gt1_share_pct = 16.12
finalNonFillerCells = 608
fin_area_mm2 = 0.005291
area_growth_pct = 20.59

[clock_network]
cts_hold_buf = 0
clk_path_buf_depth = 2
ctsRootBufferMaster = "clkbuf_16"
clock_sink_count = 100
tritoncts = "built"
numCtsBuffers = 9
htree_levels = 3
clkTransAtPathRegs_ps = 70
postCtsResizedCells = 0
worstSkewPairLatency_ps = 340
cts_setup_buffers = 0

[floorplan]
dieArea_mm2 = 0.01511
core.rowCount = 43
ios = 35
die_h_um = 122.9
core_mm2 = 0.01410
fp_util_pct = 31.13
fp.dieW_um = 122.9

[sta]
fin_crit_ps = 2437
slew_viol_final = 0
fin_setup_tns_ps = 0
tightest_slew_ps = 701.2
worst_clock_skew_ps = 8.135
rsz0062_at_grt = "false"
setup_ws_ps = 963.0
fmax_mhz = 410.3
finalClockPeriodUsage_pct = 71.68
relSlewSlack_pct = 53.11
setup_viol = 0
hold_ws_ps = 130.7
hold_viol = 0

[placement]
dp_hpwl_um = 5035
pre_cts_ws_ps = 979.3
post-place-cells = 592
dpl_cell_area_mm2 = 0.004957
numPortBuffers = 34
gp_congestion = 0.7725

[run_status]
status = "finished clean"

[synth]
ys_cells = 386
yosys-top-cells-area = "dfrtp_1 (57%), mux2_2 (9.8%), or4_1 (2.7%)"
mux_share_pct = 9.752
synth_cell_types = 35
synth_top_area_share_pct = 57.03
yosysWarningCount = 1
yosys.area.top_type = "dfrtp_1"
avgSynthCellArea_um2 = 11.37
ys_top_logic_family = "simple AND/OR/NAND/NOR gates"
synth-seq-cells = 100
synth_seq_share_pct = 57.03
adder_share_pct = 0.5703
synthAoiAreaFrac_pct = 6.958
yosys.area_share.simple_pct = 18.85
synth_area_mm2 = 0.004388
syn_inst = 386
ys_sh_xor_pct = 3.992
ys_area_mm2 = 0.004388

[min_path]
hp-class = "in -> async"

[power_and_ir_drop]
p_per_area_mw_per_mm2 = 444.2
ir_drop_mv = 0.2584
p_leak_nw = 2.154
layer usage:
| metal | global-route usage, % | vias up | wire length, µm |
|---|---|---|---|
| met3 | 3.013 | 9 | 364 |
| met4 | 1.448 | 0 | 82 |
| met5 | 0 | - | 0 |
| li1 | - | 1472 | - |
| met2 | 16.96 | 52 | 3514 |
| met1 | 19.40 | 1453 | 3996 |
power by group:
group          switching, mW  leakage [nW]  internal [mW]
clock network          0.463         0.164          0.659
registers            0.00250          1.36           1.20
logic                 0.0247         0.628        0.00514
total                  0.490          2.15           1.86
synthesized netlist by cell type, drive strengths merged:
cell type	n
and4	6
xnor2	11
nor3b	2
conb	1
nor2	20
o31ai	13
clkbuf	20
and3b	1
nand2	18
a211oi	9
dfrtp	100
nand4	13
and3	3
or4	16
nor3	18
and2	3
ha	2
nand3b	1
nor2b	5
a21oi	17
buf	4
and4b	1
inv	7
o21ai	11
nor4	7
or2	2
or3	12
mux2	38
nand3	16
xor2	9
layout by cell type, fill, tap and decap left out, drive strengths merged:
cell,Yosys,final
nand3,16,16
mux2,38,38
and2,3,3
and3b,1,1
nor2b,5,5
nand3b,1,1
clkinv,0,3
clkdlybuf4s50,0,33
clkbuf,20,9
nand2,18,18
o31ai,13,13
nor2,20,20
and3,3,3
inv,7,9
nor4,7,7
xor2,9,9
bufinv,0,2
nand4,13,13
a21oi,17,17
or2,2,2
conb,1,11
and4b,1,1
or4,16,16
nor3,18,18
dfrtp,100,100
buf,4,7
or3,12,12
xnor2,11,11
nor3b,2,2
o21ai,11,11
a211oi,9,9
ha,2,2
and4,6,6
cells by family (layout without fill, tap and decap cells):
kind of cell | count (synthesis) | after routing
AND-OR/OR-AND | 50 | 50
XOR/XNOR | 20 | 20
adder cells (fa/ha/maj) | 2 | 2
buffers and inverters | 31 | 63
flip-flops | 100 | 100
multiplexers | 38 | 38
other | 1 | 11
AND/OR/NAND/NOR | 144 | 144
critical path: stages (launching register included):
cell,delay [ps]
dfrtp_1,400
ha_1,150
and4b_1,290
nand4_1,590
nor4_1,510
mux2_2,370
sequential cells by signal, indices dropped and copies added (netlist names):
| register | count |
|---|---|
| freq_value | 32 |
| gate_cnt | 32 |
| gate_done | 1 |
| gate_en | 1 |
| pulse_cnt | 32 |
| sync0 | 1 |
| sync1 | 1 |
worst max-delay path by stage:
stage	endpoint	start	cells after the start
5_1_grt	pulse_cnt[24]	pulse_cnt[0]	5
4_1_cts	pulse_cnt[24]	pulse_cnt[0]	5
6_report	pulse_cnt[24]	pulse_cnt[0]	5
area by class of cell:
| cell class | instances | area (µm²) | share of cell area, % |
|---|---|---|---|
| inverters | 7 | 26.28 | 0.4966 |
| multi-input cells | 265 | 1807 | 34.15 |
| repair buffers | 40 | 395.4 | 7.472 |
| clock buffers | 9 | 225.2 | 4.256 |
| flip-flops and latches | 100 | 2504 | 47.32 |
| well taps | 180 | 225.2 | 4.256 |
| clock inverters | 7 | 108.9 | 2.057 |
through the flow:
step           utilization (%)  total power [mW]
2_1_floorplan                -             1.224
3_3_place_gp             35.17             1.253
3_5_place_dp             35.17             1.255
4_1_cts                  37.54             2.378
5_1_grt                  37.54             2.440
6_report                 37.54             2.351
Power and IR drop assume default switching activity.
