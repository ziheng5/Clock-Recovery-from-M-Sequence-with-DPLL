==> design/flow/design.v <==
module bin2bcd (
    input [19:0] bin,        
    output reg [3:0] bcd5,   
    output reg [3:0] bcd4,
    output reg [3:0] bcd3,
    output reg [3:0] bcd2,
    output reg [3:0] bcd1,
    output reg [3:0] bcd0    
);
    integer i;
    reg [39:0] shift_reg;  
    always @(*) begin
        shift_reg = {20'd0, bin};  
        for (i = 0; i < 20; i = i + 1) begin
            if(shift_reg[23:20] >= 5) shift_reg[23:20] = shift_reg[23:20] + 3;
            if(shift_reg[27:24] >= 5) shift_reg[27:24] = shift_reg[27:24] + 3;
            if(shift_reg[31:28] >= 5) shift_reg[31:28] = shift_reg[31:28] + 3;
            if(shift_reg[35:32] >= 5) shift_reg[35:32] = shift_reg[35:32] + 3;
            if(shift_reg[39:36] >= 5) shift_reg[39:36] = shift_reg[39:36] + 3;
            shift_reg = shift_reg << 1;
        end
        bcd5 = shift_reg[39:36];
        bcd4 = shift_reg[35:32];
        bcd3 = shift_reg[31:28];
        bcd2 = shift_reg[27:24];
        bcd1 = shift_reg[23:20];
        bcd0 = shift_reg[19:16];
    end
endmodule
==> design/flow/run.sh <==
#!/bin/bash
# OpenROAD 26Q1-2900-gdf79404cd8, Yosys 0.63+post, stock flow scripts
make -C /OpenROAD-flow-scripts/flow DESIGN_CONFIG=/design/flow/config.mk WORK_HOME=/design/flow/orfs finish
==> design/flow/config.mk <==
export PLATFORM = sky130hd
export DESIGN_NAME = bin2bcd
export DESIGN_NICKNAME = bin2bcd
export VERILOG_FILES = /design/flow/design.v
export SDC_FILE = /design/flow/constraint.sdc
export NUM_CORES = 4
export LEC_CHECK = 1
export CORE_UTILIZATION = 50
==> design/flow/constraint.sdc <==
current_design bin2bcd

set clk_period 26.3
set clk_io_pct 0.2

create_clock -name clk0 -period $clk_period

set non_clock_inputs [all_inputs -no_clocks]
set_input_delay [expr $clk_period * $clk_io_pct] -clock clk0 $non_clock_inputs
set_output_delay [expr $clk_period * $clk_io_pct] -clock clk0 [all_outputs]
==> flow_summary.json <==
{
  "outcome": "finished clean",
  "final_util": 0.574,
  "path_max_fanout": 11,
  "worst-endpoint-arrival_ns": 20.04,
  "grtUsageMet1": 0.361,
  "setup_tns_ns": 0,
  "die-height_um": 131,
  "die_w_um": 131,
  "nClkBuffers": 0,
  "num_io_pins": 44,
  "use_met2": 0.355,
  "topCellsByArea": "ha_1 (6.3%), a21oi_1 (5.5%), nand2_1 (4.5%)",
  "firstDrtPassIters": 5,
  "path_common_cell": "ha_1",
  "grt_max_degree": 29,
  "seq_cell_count": 0,
  "min_from": "bin[0]",
  "yosys.area.top_type": "ha_1",
  "max_cap_violations": 0,
  "hpwlAfterDp_um": 15400,
  "tightest_slew_ns": 0.709,
  "start_kind": "primary input",
  "vias_per_cell": 6.38,
  "syn_area_um2": 8380,
  "routed_wl_um": 20500,
  "fmax_ghz": 0.0395,
  "use_met3": 0.0102,
  "synth.logic.top_family": "AND-OR/OR-AND gates",
  "min_to": "bcd1[0]",
  "ys_types": 126,
  "portBuffers": 38,
  "regArea_um2": 0,
  "drtIter0Drc": 481,
  "fin_crit_sh": 0.962,
  "n_antenna_cell": 0,
  "yosysMostFrequentCell": "nand2_1",
  "crit_family": "AND-OR/OR-AND gates",
  "worstPathRequired_ns": 21.04,
  "end_kind": "output pin",
  "slowest_delay_ns": 0.47,
  "muxShareOfSynthArea": 0.0606,
  "top_cells_by_count": "nand2_1 (101), nor2_1 (100), a21oi_1 (92)",
  "finalSetupViolCount": 0,
  "finalHoldViolations": 0,
  "crit_buf_inv": 14,
  "startpoint": "bin[18]",
  "synth_sequential_area_ratio": 0,
  "ys_cells": 1227,
  "antenna_found_initial": 0,
  "core_um2": 16100,
  "gp_congestion": 0.923,
  "grt_pass1_wl_um": 35100,
  "hold_depth": 0,
  "warnings": 38,
  "syn_inst": 1227,
  "ant_nets": 0,
  "syn_area_per_cell_um2": 6.83,
  "criticalPathCategory": "primary input to output pin",
  "period_minus_slack_ns": 25.30,
  "relSlewSlack": 0.526,
  "wl_per_cell_um": 14.1,
  "dieArea_um2": 17300,
  "xor_share": 0.0642,
  "syn_to_final_growth_pct": 10.3,
  "compound_area_frac": 0.479,
  "critPathSlowestCell": "or4_1",
  "simple_gate_area_frac": 0.263,
  "hold_path.class": "primary input to output pin",
  "via_count": 9288,
  "top_area_frac": 0.0627,
  "cts_hold_repair.buffers": 0,
  "layout-drive-gt1-share": 0.161,
  "ys_chip_area_um2": 8380,
  "slew_viol_final": 0,
  "row_count": 46,
  "grt_remaining_overflow": 0,
  "drc": 0,
  "grt.busiest_layer": "met1",
  "yosysWarnings": 1,
  "grt_pass1_vias": 7798,
  "grt_usage": 0.227,
  "synthAdderAreaFrac": 0.0639,
  "initial_core_util": 0.520
}
## worst max path at each step
| stage | to | slack, ns | cells past startpoint |
|---|---|---|---|
| 6_report | bcd4[2] | 1.00 | 75 |
| 5_1_grt | bcd4[2] | -0.04 | 75 |
| 4_1_cts | bcd5[2] | 0.20 | 75 |
## layer usage
| metal | wire, um | vias up |
|---|---|---|
| li1 | - | 4835 |
| met1 | 10700 | 4250 |
| met2 | 8900 | 199 |
| met3 | 835 | 4 |
| met4 | 31 | 0 |
| met5 | 0 | - |
## stage by stage
stage | worst slack, ns | hold WS (ns) | instance area [um^2] | std cells
6_report | 1.00 | 10.52 | 9240 | 1455
5_1_grt | -0.0366 | 10.52 | 9240 | 1455
4_1_cts | 0.201 | 10.52 | 8920 | 1444
3_5_place_dp | 0.257 | 10.52 | 8920 | 1444
3_3_place_gp | 0.635 | 10.52 | 8920 | 1444
2_1_floorplan | 2.65 | 10.59 | 8390 | 1230
## cell usage in the layout (no fill, tap or decap), types with 10 or more instances in the layout
cell and instances:
nand2_1 101, nor2_1 100, a21oi_1 90, o21ai_0 60, nand3_1 53, inv_1 51, nor3_1 39, o211ai_1 38
ha_1 38, clkdlybuf4s50_1 37, buf_4 37, o21ai_1 26, xnor2_1 26, mux2i_1 19, a211oi_1 17, and2_1 17
a31oi_1 16, o22ai_1 15, mux2_2 15, a21o_1 14, nand2b_1 13, inv_2 13, and3_1 13, or3_1 13
nor2b_1 13, a211o_1 12, o21a_1 12, a22oi_1 12, nand4_1 11, o2111ai_1 10, o21ai_2 10, xor2_1 10
nor4_1 10
## repair_timing
action	in CTS	in global routing
hold endpoints to repair	0	0
gates resized	0	47
setup endpoints to repair	0	15
setup buffers	0	11
## cell type report
class	count	area [um^2]
Inverter	69	262
Timing Repair Buffer	75	661
Multi-Input combinational cell	1095	8050
Tap cell	216	270
Fill cell	1511	6870
## cells by family after synthesis
kind of cell | count (synthesis)
other | 1
buffers and inverters | 135
XOR/XNOR | 49
AND-OR/OR-AND | 520
multiplexers | 44
AND/OR/NAND/NOR | 435
adder cells (fa/ha/maj) | 43
