<file path="./run.sh">
#!/bin/bash
# OpenROAD 26Q1-2900-gdf79404cd8, Yosys 0.63+post, stock flow scripts
make -C /OpenROAD-flow-scripts/flow DESIGN_CONFIG=/design/flow/config.mk WORK_HOME=/design/flow/orfs finish
</file>
<file path="./config.mk">
export PLATFORM = sky130hd
export DESIGN_NAME = max_clock_recovery
export DESIGN_NICKNAME = max_clock_recovery
export VERILOG_FILES = /design/flow/design.v
export SDC_FILE = /design/flow/constraint.sdc
export NUM_CORES = 4
export LEC_CHECK = 1
export CORE_UTILIZATION = 30
</file>
<file path="./constraint.sdc">
current_design max_clock_recovery

set clk_period 9.3
set clk_io_pct 0.2

create_clock -name clk0 -period $clk_period [get_ports {sys_clk}]

set non_clock_inputs [all_inputs -no_clocks]
set_input_delay [expr $clk_period * $clk_io_pct] -clock clk0 $non_clock_inputs
set_output_delay [expr $clk_period * $clk_io_pct] -clock clk0 [all_outputs]
</file>
<file path="./design.v">
`timescale 1ns / 1ps
module max_clock_recovery(
	input wire sys_clk,         
    input wire rst,          
	 input wire clk,
    input wire m_seq,       
    output reg clk_out  
    );
reg [23:0] cyc_fnl;
reg [2:0] tick=0;
wire pos;
wire neg;
reg [7:0] pos_cnt=0;
reg [23:0] cyc_cnt=0;
reg [23:0] cyc_min=1;
reg [23:0] out_cnt=0;
always@(posedge sys_clk or negedge rst)begin
	if(!rst)begin
		tick<=0;
	end else begin
		tick<={tick[1:0],m_seq};
	end
end
assign pos=((~tick[2])&(tick[1]));
assign neg=((tick[2])&(~tick[1]));
always@(posedge sys_clk or negedge rst)begin
	if(!rst)begin
		pos_cnt<=0;
		cyc_cnt<=0;
		cyc_min<=1;
		cyc_fnl<=7982;
	end else begin
		if(pos)begin
			if(pos_cnt<63)begin
				pos_cnt<=pos_cnt+1;
			end else begin
				pos_cnt<=0;
			end
		end
		if(neg)begin
			cyc_cnt<=0;
			if(pos_cnt==63)begin
				cyc_min<=1;
				cyc_fnl<=(cyc_cnt>cyc_min)?(cyc_cnt):(cyc_min);
			end else begin
				cyc_min<=(cyc_cnt>cyc_min)?(cyc_cnt):(cyc_min);
			end
		end
		else if(tick[1])begin
			cyc_cnt<=cyc_cnt+1;
		end
	end
end
always@(posedge sys_clk or negedge rst)begin
	if(!rst)begin
		out_cnt<=0;
		clk_out<=0;
	end else begin
		if(pos|neg)begin
			out_cnt<=0;
			clk_out<=1;
		end else begin
			if(out_cnt<(cyc_fnl>>4)-1)begin
				out_cnt<=out_cnt+1;
			end else begin
				clk_out<=~clk_out;
				out_cnt<=0;
			end
		end
	end
end
endmodule
</file>
==> flow_summary.ini <==
; generated from flow reports
[detailed_routing]
vias_per_cell = 4.638
dr.first_iter.drc_count = 184
met1Wirelength_mm = 5.670
post_drt_wl_per_cell_um = 12.11
n_antenna_cell = 0
highest_layer = met4
num_vias = 4151
ant_nets = 0
routed-wl-met3_um = 251
wl_met2_mm = 4.804
drt_wl_total_mm = 10.84
dr.pass1.iters = 4
drc_errors = 0

[run]
warning_count = 28
cap_violations = 0

[yosys]
ys_area_um2 = 6025
ys_cells = 624
ys_seq_share = 0.4334
synth-edff-count = 0
syn_area_um2 = 6025
ys_types = 50
ff_type = dfrtp_1
synth_flops = 104
synth_area_per_cell_um2 = 9.655
yosys_warnings = 1
synthCells = 624
async_flop_share = 1.000

[critical_path]
r2r_cells = 14
path_cells = inv_1 -> ha_1 -> nor3b_2 -> nand2_1 -> or3_1 -> or3_1 -> ha_1 -> nand4_1 -> nor4_1 -> o2111ai_1 -> o21ai_0 -> o31a_1 -> buf_4 -> nor2_1
worstPathMaxFanout = 24
cp-end-kind = register
worst_setup_path_start_kind = register
cp.buffers_inverters = 2
setup.reg_to_reg.worst_slack_ns = 5.21
r2r_start = cyc_fnl[4]
crit_cells = 14
cp_data_arrival_time_ns = 4.32
max_stage_delay_ns = 0.48
required_ns = 9.53
r2r-end = out_cnt[2]
path_class = register to register
crit_slowest_cell = nor4_1
crit_family = simple AND/OR/NAND/NOR gates

[cells_and_area]
nFillCells = 1984
mostFrequentLayoutCells = dfrtp_1, nor2_1, nand2_1, ha_1, inv_1
drive_above_1_share = 0.05556
final_common_cell = dfrtp_1
syn_to_final_growth_pct = 10.26
stdcell_count = 895

[power_and_ir_drop]
p_int_mw = 0.8342
peakVddDrop_mv = 0.09562
p_sw_mw = 0.3810
total_power_mw = 1.215
power_frac_seq = 0.427
p_clk_frac = 0.323
power.leakage_nw = 3.125
p_per_area_nw_per_um2 = 183.0
swShare = 0.3135
combPwrFrac = 0.250

[cts]
root_buffer = clkbuf_16
clk_pin_slew_ns = 0.07
cts_tree = yes
clkSinkCount = 104
htree_num_levels = 3
clock_path_buffers = 2
cts-hold-fix-buffers = 0
postCtsSetupBuffers = 0
cts-resized-gates = 0
numCtsBuffers = 9
worstSkewPairLatency_ns = 0.35

[global_routing]
grt_pass1_vias = 3975
antenna_found_initial = 0
grt_pass1_wl_mm = 19.24
grt_usage = 0.1174
grt_max_degree = 60
grt-ovfl-total = 0

[hold_path]
hold_path_end = tick[1]
hold_start = tick[0]
hold_depth = 0
hold_path_class = register to register

[final_timing]
hold_violations = 0
skew_ns = 0.01081
rsz0062_at_grt = false
final-setup-viol-count = 0
fmax_ghz = 0.2442
finalMaxSlewViolations = 0
slew_headroom = 0.5110
finalSetupTns_ns = 0
worst_pin_slew_ns = 0.7335
whs_ns = 0.3493
fin_crit_sh = 0.4403
min_period_ns = 4.095

[die]
dieHeight_um = 143.7
num_rows = 51
io_pins = 5
fp_util = 0.3075
die_x_um = 143.7
chipArea_um2 = 20650
coreArea_um2 = 19590

[placed_design]
hpwl_mm = 7.653
globalplace.congestion = 0.8083
port_buffers = 3
placedCellCount = 879

[status]
status = completed
## layer usage
layer,vias to the layer above,global-route usage
met4,0,0.01176
met3,11,0.01866
met2,24,0.1873
li1,2207,-
met5,-,0
met1,1909,0.1772
## state kept, by name, summed over array words and instances, names as in the netlist
register and count:
clk_out 1, cyc_cnt 24, cyc_fnl 20, cyc_min 24, out_cnt 24, pos_cnt 8
tick 3
## power groups by stage
stage	Sequential (mW)	Clock [mW]	Combinational [mW]
finish	0.518	0.393	0.304
global route	0.525	0.424	0.342
CTS	0.519	0.406	0.312
## cells in the mapped netlist (2+ instances only)
cell	count	area (um^2)
a2111oi_0	2	17.52
a21o_1	6	45.04
a21oi_1	22	110.1
a22o_1	24	210.2
a22oi_1	2	15.01
and3_1	9	56.30
and4_1	3	26.28
buf_2	4	20.02
buf_4	3	22.52
buf_6	2	22.52
clkbuf_1	9	33.78
dfrtp_1	97	2427
dfstp_2	7	183.9
ha_1	54	675.7
inv_1	37	138.9
mux2i_1	22	220.2
nand2_1	54	202.7
nand2b_1	2	12.51
nand3_1	29	145.1
nand4_1	15	93.84
nor2_1	69	259.0
nor2b_1	7	43.79
nor3_1	9	45.04
nor3b_1	2	15.01
nor4_1	5	31.28
o21ai_0	22	110.1
o21ai_1	16	80.08
o31ai_1	2	15.01
or3_1	10	62.56
or4_1	2	15.01
xnor2_1	31	271.5
xor2_1	28	245.2
## worst register-to-register path, cell delays in order, from the launching register on
cell and delay (ns):
dfrtp_1 0.40, inv_1 0.06, ha_1 0.16, nor3b_2 0.30, nand2_1 0.15, or3_1 0.46
or3_1 0.46, ha_1 0.33, nand4_1 0.14, nor4_1 0.49, o2111ai_1 0.19, o21ai_0 0.32
o31a_1 0.16, buf_4 0.27, nor2_1 0.09
## area by class of cell
type / count / area, um^2 / area share
clock buffer: 10 / 239.0 / 0.03598
timing repair buffer: 9 / 72.57 / 0.01092
sequential: 104 / 2611 / 0.3931
inverter: 37 / 138.9 / 0.02091
clock inverter: 6 / 73.82 / 0.01111
multi-input combinational: 464 / 3176 / 0.4781
tap: 265 / 331.6 / 0.04992
## stage by stage
step	setup WS [ns]	utilization	instance area (um^2)
floorplan	5.726	-	6025
global placement	5.216	0.3231	6330
detailed placement	5.160	0.3231	6330
CTS	5.135	0.3391	6643
global route	4.780	0.3391	6643
finish	5.205	0.3391	6643
## worst max-delay path by stage
stage / startpoint / end / slack (ns)
finish: cyc_fnl[4] / out_cnt[2] / 5.21
global route: cyc_fnl[4] / out_cnt[7] / 4.78
CTS: cyc_fnl[4] / out_cnt[9] / 5.14
## cells by family after synthesis
kind of cell,Yosys count,synth area share
AOI/OAI and AO/OA,106,0.1144
xor gates and xnor gates,59,0.08577
adders and majority gates,54,0.1121
buffers and inverters,56,0.04008
DFF,104,0.4334
muxes,22,0.03655
and+or+nand+nor,223,0.1776
Power is estimated from default activity; no workload was simulated.
